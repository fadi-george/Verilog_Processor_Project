`flow/config.mk`:
```
export PLATFORM = sky130hd
export DESIGN_NAME = stack
export DESIGN_NICKNAME = stack
export VERILOG_FILES = /design/flow/design.v
export SDC_FILE = /design/flow/constraint.sdc
export NUM_CORES = 4
export LEC_CHECK = 1
export CORE_UTILIZATION = 30
```
`flow/run.sh`:
```
#!/bin/bash
# OpenROAD 26Q1-2900-gdf79404cd8, Yosys 0.63+post, stock flow scripts
make -C /OpenROAD-flow-scripts/flow DESIGN_CONFIG=/design/flow/config.mk WORK_HOME=/design/flow/orfs finish
```
`flow/constraint.sdc`:
```
current_design stack

set clk_period 25.9
set clk_io_pct 0.2

create_clock -name clk0 -period $clk_period [get_ports {CLK}]

set non_clock_inputs [all_inputs -no_clocks]
set_input_delay [expr $clk_period * $clk_io_pct] -clock clk0 $non_clock_inputs
set_output_delay [expr $clk_period * $clk_io_pct] -clock clk0 [all_outputs]
```
`flow/design.v`:
```
`timescale 1ns / 1ps
module stack #(parameter N = 32 , WL  = 32) (input CLK , push , pop , RESET ,	 
														   input [WL - 1:0] dio,					 
														   output reg [4:0] sp,				 
														   output reg full , empty , error,	 
														   output reg [WL - 1:0] data);			 
reg [WL - 1:0] memm [0 : N - 1];	 
integer i;								
always @(posedge CLK) begin		 
	if( RESET == 1 )begin			 
		sp <= 0;							 
		full <= 0;
		empty <= 1;
		error <= 0;
		for(i = 0; i < N; i = i + 1)begin	 
			memm[i] <= 0;
		end
	end
	else if(full == 1 && push == 1)begin	 
		error <= 1;									 
	end
	else if(empty == 1 && pop  == 1)begin   
		error <= 1;									 
	end
	else if(push == 1 && pop  == 1)begin    
		error <= 1;								    
	end
	else begin
		error <= 0;									 
		if(push == 1)begin						 
			memm[sp] <= dio;						 
			sp <= sp + 1;							 
			empty <= 0;
			if(sp == N - 1)begin					 
				full <= 1;
			end
			else begin
				full <= 0;
			end
		end
		if(pop == 1)begin							 
			full <= 0;
			sp <= sp - 1;							 
			if(sp <= 0)begin						 
				sp <= 0;								 
			end
			else begin
				data <= memm[sp - 1];			 
				memm[sp - 1] <= 0;				 
				empty <= 0;			
				if(sp == 1)begin
					empty <= 1;						 
				end
			end
		end	
	end
end 
endmodule
```
==> changes_impl.md <==
### Changed

- Fraction of layout cells with a size suffix above 1: about a fifth
- Number of top-level design ports: 76
- Largest driver fanout on the critical path: 37
- Max rail drop VDD: 50.7 µV
- Deepest level of the CTS H-tree: 3
- Endpoint kind of the worst setup timing path: register
- Cell type contributing the most total cell area after synthesis: edfxtp_1
- Final routed wirelength across all metal layers: 130 mm
- Primary FF master, synth: edfxtp_1
- Area added between synthesis and finish: 14.7%
- Number of antenna violations at the first check in global routing: 2
- CTS hold repair buffers: 0
- Category of the most critical setup path: primary input to register
- Comb gate area: around 16000 µm²
- Number of filler instances in the final layout: 15100
- Endpoint required time on the critical path: 26.28 ns
- Worst-case clock buffer depth: 3
- Launch point of the worst path: pop
- Worst slew margin relative to its limit: roughly two fifths
- Startpoint type of the worst setup path: primary input
- Setup repair after global routing missed its margin: no
- Topmost layer with routed signal wires: met5
- Routed metal-1 wire length: between 40 and 50 mm
- Gate family responsible for the most delay along the worst path: buffers and inverters
- Area of the mapped netlist: a little under 50000 µm²
- Shortest period the worst path allows: 8.56 ns
- Overall die width: 405 µm
- First-pass GRT wire length: 191 mm
- Worst Path Buf+Inv: 3
- Detail Route met3 WL: ~15 mm
- Vias in the first global route: 27400
- Worst reg2reg path startpoint: sp[0]$_SDFFE_PP0P_
- Dominant cells by area after synthesis: edfxtp_1 (65%), and2_1 (13%), mux4_2 (12%)
- Clock network power share: 39.4%
- TritonCTS sink count: 1064
- End point of the critical path: memm[20][3]$_SDFFCE_PN0P_
- Number of search-and-repair iterations in the first detailed-routing pass: 5
- TNS Setup: 0 ns
- Combined global-route utilization of all metal layers: 17.1%
- Total overflow reported by the global router: 0
- Power Internal: 3.01 mW
- Destination of the worst register-to-register timing path: memm[20][3]$_SDFFCE_PN0P_
- Number of cell instances after yosys synthesis: around 3200
- ANT nets after route: 0
- YS warnings: 1
- Number of storage elements in the synthesis netlist: 1064
- Tool warning count: 32
- Count of input and output buffers: about 75
- Routability congestion estimate from global placement: 0.916
- Post-cts resize count: 0
- Path depth of the worst reg2reg path: 7
- Post-CTS Repair Setup Buffers: 0
- Clock tree skew after final layout: 0.0294 ns
- Min-delay worst type: register to register
- Combinational share of power: ~11%
- R2R Setup Slk: 21.65 ns
- Async set-reset flop share out of synthesis: 0%
- Actual slew at the worst max-slew pin: approximately 0.9 ns
- Clock root cell: clkbuf_16
- Flip-flop and latch area: 31900 µm²
- Post-synth seq share: ~65%
- Final count of pins violating max slew: 0
- CTS tree: yes
- CP peak stage delay: between 0.8 and 0.9 ns
- Clock transition at path regs: about 0.06 ns
- Highest attainable clock frequency: ~0.12 GHz
- Number of buffers added by the clock tree synthesis step: around 110
- Vias per inst: 4.76
- Fin. Hold Viols: 0
- Avg Cell Area, Syn: 15.3 µm²
- Residual DRC count: 0
- Die Span Y: 405 µm
- Gate count of the mapped netlist: 3195
- # setup viols final: 0
- DR iter-0 viols: 1388
- Power per unit of standard cell area: 71.2 nW/µm²
- HPWL Detailed: 77.8 mm
- Std-Cell Rows: 147
- Switching portion of total power: between 20 and 25%
- Top-area cell type share of the netlist area: 65.0%
- Number of enable-type register cells in the synthesized netlist: 1056
- Cell Type Count: approximately 60
- Die Area: 164000 µm²
- Post-detailed-route wirelength per cell: 23.8 µm
- Minimum hold slack: 0.629 ns
- Switching power of the nets: 979 µW
- Post-synthesis chip area from yosys: 48800 µm²
- Sequential fraction of design power: 49.5%
- Core outline area: around 160000 µm²
- Met2 WL: 63.6 mm
- Total via count after detailed routing: 26000
- Reported leakage power: 19.7 nW
- CP max-delay cell: clkdlybuf4s50_1
- Outcome: completed
- Clock latency reported for the late side of the worst-skew pair: 0.73 ns
- Share of the core filled by cells before placement: 30.3%
- Largest net degree at the start of global routing: 101
- Crit path arrival time: 8.94 ns
- Post-layout period usage of the worst path: 33.1%
- Max capacitance violation total: 0
- Critical Path, Cell by Cell: clkdlybuf4s50_1 -> nor4b_2 -> nand2_4 -> inv_4 -> a31oi_1 -> mux2_2 -> o21bai_4 -> buf_4
- WP depth: 8
[power groups by stage]
| stage | sequential, mW | clock, mW | combinational, mW |
|---|---|---|---|
| 4_1_cts | 1.97 | 1.60 | 0.453 |
| 5_1_grt | 1.98 | 1.66 | 0.473 |
| 6_report | 1.97 | 1.57 | 0.442 |
[cells in the mapped netlist, types with 2 or more instances]
cell type	number
nand3_4	2
nor3_1	2
mux2_2	4
o21ai_4	2
a211oi_1	2
and2_1	1024
or3b_1	2
nor2_1	9
nor3b_1	2
buf_4	2
ha_1	5
clkbuf_1	193
and3_1	33
nor3_2	23
o211ai_1	2
buf_6	19
nand2_1	212
inv_1	6
nand3_1	77
a21oi_4	2
buf_2	62
o22ai_1	2
a31oi_1	2
nor4b_2	2
mux4_2	256
nor3_4	10
nand4_1	3
a21oi_1	9
o21a_1	2
o21bai_1	32
a21o_1	2
nand2b_1	2
o21ai_0	5
a32oi_1	32
dfxtp_1	8
mux2i_1	36
edfxtp_1	1056
buf_1	27
xnor2_1	3
[worst min-delay path by stage]
stage,startpoint,to,depth (start not counted)
CTS,full$_SDFFE_PP0P_,full$_SDFFE_PP0P_,2
global route,full$_SDFFE_PP0P_,full$_SDFFE_PP0P_,2
finish,full$_SDFFE_PP0P_,full$_SDFFE_PP0P_,2
[cell families (layout without fill, tap and decap cells)]
family | after synthesis | after routing | synth area share (%)
other cells | 0 | 1 | 0
buf+inv | 312 | 409 | 2.89
flops | 1064 | 1064 | 65.3
xor+xnor | 4 | 4 | 0.0718
fa+ha+maj | 5 | 5 | 0.128
mux | 296 | 296 | 12.6
simple gates | 1410 | 1410 | 17.3
compound gates | 104 | 104 | 1.70
[metrics by stage]
step	instances	util, %	setup WS (ns)	total power, mW	cell area [µm²]
3_3_place_gp	5250	32.6	16.59	2.46	52500
5_1_grt	5452	34.8	17.12	4.11	56000
4_1_cts	5452	34.8	17.36	4.03	56000
2_1_floorplan	3195	-	17.16	2.26	48800
6_report	5453	34.8	17.34	3.99	56000
3_5_place_dp	5250	32.6	16.58	2.46	52500
[sequential cells by signal, indices dropped and copies added (netlist names)]
register  flops
memm       1024
full          1
sp            5
data         32
error         1
empty         1
[final cells by class]
cell class	instances	area share, %
clock inverters	76	1.34
flip-flops and latches	1064	56.9
inverters	8	0.0581
diodes	1	0.00447
repair buffers	199	3.08
well taps	2160	4.83
multi-input cells	1819	28.8
clock buffers	126	4.98
[worst register-to-register path: cells and delay by family (launching register included)]
| kind | cells | cell delay (ns) |
|---|---|---|
| muxes | 1 | 0.48 |
| buffers and inverters | 3 | 1.18 |
| AOI/OAI and AO/OA | 2 | 0.83 |
| DFF | 1 | 0.65 |
| adders and majority gates | 1 | 0.75 |
[placed cells by master (no fill, tap or decap), drive strengths merged, types with 3 or more instances in the layout]
master	instances
nor2	9
and2	1024
mux2	4
inv	12
nand4	3
clkbuf	126
a32oi	32
edfxtp	1056
nand2	213
o21ai	9
mux2i	36
and3	33
bufinv	13
nor3	35
o21bai	32
clkinv	58
nand3	79
clkdlybuf4s50	74
dfxtp	8
ha	5
mux4	256
a21oi	11
buf	125
xnor2	3
a21o	3
[metal layers]
| metal | vias to the layer above | global-route usage [%] |
|---|---|---|
| met1 | 13000 | 21.8 |
| li1 | 11700 | - |
| met5 | - | 0.0297 |
| met2 | 1101 | 27.1 |
| met3 | 184 | 8.13 |
| met4 | 2 | 4.27 |
Power and IR drop assume default switching activity.
